## design.v

```verilog
module counter4Bits(
   input  logic       clk,
                      arst,
                      rst,
                      en,
   output logic [3:0] dat);
   always_ff @(posedge clk, posedge arst) begin
      if (arst) begin
         dat <= 0;
      end 
      else if (rst) begin
         dat <= 0;
      end 
      else if (en) begin
         dat <= dat + 1;
      end
   end
endmodule
module genericCounter #(
   parameter int                length = 8,
   parameter bit                incNotDec = 1)
   (
   input     logic              clk, 
                                arst,
                                rst, 
                                en,
   input     logic [length-1:0] dat_i,
   output    logic              rc,
   output    logic [length-1:0] dat_o);
   always_ff @(posedge clk, posedge arst) begin
      if (arst) begin      
         dat_o <= 0;
      end 
      else if (rst) begin  
         dat_o <= 0;
      end 
      else if (en) begin
         if (incNotDec) begin
           if (dat_o == 2**length - 1) begin
             dat_o <= dat_i;
           end 
           else begin
             dat_o <= dat_o + 1;
           end
         end 
         else begin
           if (dat_o == 0) begin
             dat_o <= dat_i;
           end 
           else begin
             dat_o <= dat_o - 1;
           end
         end  
      end
   end
   always_comb begin
     if (incNotDec) begin
        if (dat_o == 2**length - 1 && en) begin
           rc = 1'b1;
        end
        else begin
           rc = 1'b0;
        end
     end
     else begin
        if (dat_o == 0 && en) begin
           rc = 1'b1;
        end
        else begin
           rc = 1'b0;
        end
     end
   end
endmodule
module parityGenerator(
   input  logic [7:0] dat,
   input  logic       en, 
                      even,
   output logic       parity);
   always_comb begin
      if (en) begin : boucle
         int i;
         parity = ~even;
         for (i = 0; i < 8; i++) begin
            parity ^= dat[i];
         end
      end 
      else begin
         parity = 1;  
      end
   end
endmodule
module shiftRegister(
   input  logic        clk, 
                       arst,
                       rst,
                       en,
                       ldDat,
                       serial_i,
   input  logic [10:0] dat_i,
   output logic [10:0] dat_o,
   output logic        serial_o);
   assign serial_o = dat_o[0];
   always_ff @(posedge clk, posedge arst) begin
      if (arst) begin
         dat_o <= 11'h7FF;
      end
      else if (rst) begin
         dat_o <= 11'h7FF;
      end
      else if (ldDat) begin
          dat_o <= dat_i;
      end
      else if (en) begin
         dat_o[9:0] <= dat_o[10:1];
         dat_o[10]  <= serial_i;
      end
   end  
endmodule
module txControlFSM(
   input  logic       clk, 
                      arst,
                      brTick,
                      datStb,
   input  logic [3:0] symbolCtrVal,
   output logic       shiftEn, 
                      moveDatEn);
   typedef enum bit [1:0] {waitForData, writing,
                 sendFrame} state_t;
   state_t state;
   always_ff @(posedge clk, posedge arst) begin
      if (arst)
         state <= waitForData;
      else begin
         case (state)
         waitForData: begin
            if (datStb) 
               state <= writing;
         end
         writing: begin
            if (~datStb) 
               state <= sendFrame;
         end
         sendFrame: begin
            if (brTick && symbolCtrVal == 4'd10)
               state <= waitForData;
         end
         default: begin
            state <= waitForData;
         end
         endcase
      end
   end
   always_comb begin
      case (state)
      waitForData: begin
         shiftEn   = 1'b0;
         moveDatEn = 0; 
      end 
      writing: begin
         shiftEn   = 0;
         moveDatEn = 1;
      end 
      sendFrame: begin
         moveDatEn = 1'b0;
         if (brTick)
            shiftEn = 1'b1;
         else
            shiftEn = 1'b0;
      end
      default: begin
         moveDatEn = 1'b0;
         shiftEn = 1'b0;
      end
      endcase
   end
endmodule
module txControler(
   input  logic clk, 
                arst,
                brTick,
                datStb,
   output logic moveDatEn,
                shiftEn);
   logic [3:0] symbolCtrVal;
   counter4Bits  symbolCounter(
      .rst(moveDatEn),
      .en(shiftEn),
      .dat(symbolCtrVal),
      .*);
   txControlFSM fsm(.*);             
endmodule
module txCore(
   input  logic       clk, 
                      arst,
                      parityEn,
                      parityEven,
                      datStb,
                      brTick8x,
   input  logic [7:0] dat,
   output logic       moveDatEn,
                      tx);
   logic brTick,
         shiftEn,
         parity;
   txControler controler(.*);   
   genericCounter #(
      .length(3),
      .incNotDec(1'b1))
   brTickGen(
      .rst(1'b0), 
      .en(brTick8x), 
      .dat_i(3'b000),
      .rc(brTick),
      .dat_o(),
      .*);
   parityGenerator parityGen(
      .en(parityEn), 
      .even(parityEven),
      .*);
   shiftRegister txShiftReg(
      .rst(1'b0),
      .en(shiftEn),
      .ldDat(moveDatEn),
      .serial_i(1'b1),
      .dat_i({parity, dat, 2'b01}),
      .dat_o(),
      .serial_o(tx),
      .*);  
endmodule
```

## run.sh

```bash
#!/bin/bash
# OpenROAD 26Q1-2900-gdf79404cd8, Yosys 0.63+post, stock flow scripts
make -C /OpenROAD-flow-scripts/flow DESIGN_CONFIG=/design/flow/config.mk WORK_HOME=/design/flow/orfs finish
```

## config.mk

```make
export PLATFORM = sky130hd
export DESIGN_NAME = txCore
export DESIGN_NICKNAME = txCore
export VERILOG_FILES = /design/flow/design.v
export SDC_FILE = /design/flow/constraint.sdc
export NUM_CORES = 4
export LEC_CHECK = 1
export CORE_AREA = 10 10 87 87
export DIE_AREA = 0 0 97 97
export SYNTH_HDL_FRONTEND = slang
```

## constraint.sdc

```tcl
current_design txCore

set clk_period 2.9
set clk_io_pct 0.2

create_clock -name clk0 -period $clk_period [get_ports {clk}]

set non_clock_inputs [all_inputs -no_clocks]
set_input_delay [expr $clk_period * $clk_io_pct] -clock clk0 $non_clock_inputs
set_output_delay [expr $clk_period * $clk_io_pct] -clock clk0 [all_outputs]
```

==> impl_metrics.yaml <==
# synthesis and place-and-route metrics
power_and_ir_drop:
  switchingPower_uw: 276
  p_total_uw: 990
  p_sw_share_pct: 27.8
  seq_power_share_pct: 53.2
  p_per_area_nw_per_um2: 748
  p_leak_nw: 0.527
  p_clk_share_pct: 18.5
  comb_power_share_pct: 28.3
  p_int_uw: 714
  vdd_drop_max_mv: 0.351
placement:
  dp.cells: 179
  hpwlAfterDp_microns: 1320
  post-place-ws_ps: 622
  gp_congestion: 0.750
  port_buffers: 15
die:
  die_height_microns: 97
  core_sq_um: 5640
  dieArea_sq_um: 9410
  pin_count: 16
  die_x_microns: 97
  initCoreUtil_pct: 18.7
  rows: 27
clock_network:
  htreeDepth: 1
  clkSinkCount: 21
  insertion_delay_ps: 250
  numCtsBuffers: 3
  ctsLongestPathBuffers: 2
  cts_resized: 0
  cts_tree: "done"
  cts_setup_buffers: 0
  clk_pin_slew_worst_paths_ps: 70
  cts_root_buf: "clkbuf_8"
  ctsHoldBuffers: 0
cells_and_area:
  post-route-util_pct: 23.5
  area_growth_pct: 25.5
  layout-drive-gt1-share_pct: 19.8
  fill_cells: 602
  fin_cells: 183
timing:
  fin_tns_setup_ps: 0
  min_period_ps: 1990
  fin_ws_ps: 915
  rsz0062_at_grt: "false"
  setup_viol: 0
  relSlewSlack_pct: 48.4
  slew_viol_final: 0
  finClkSkew_ps: 1.32
  hold_viol: 0
  finalCritPeriodShare_pct: 68.5
  fmax_ghz: 0.504
  tightestPinTransition_ps: 774
route:
  drt_iter0_drc: 20
  diodes: 0
  viasPerCell: 3.64
  drt_wl_total_microns: 1790
  vias: 667
  drc: 0
  ant_nets: 0
  drt_first_pass_iters: 4
  detail_route.wl_per_cell_microns: 9.76
setup_path:
  path_max_fanout: 13
  critPathSlowestCell: "clkdlybuf4s50_1"
  worstPathArrival_ps: 2120
  path_cells: "clkdlybuf4s50_1 > and3_1 > nand4_1 > xor2_1 > nor2_1"
  ff2ff_setup_slack_ps: 1110
  critPathLaunchType: "primary input"
  max_stage_delay_ps: 580
  end_kind: "flip-flop"
  cp.required_ps: 3040
  crit_type: "primary input to flip-flop"
global_route:
  grt_usage_pct: 3.97
  overflow: 0
  antenna_found_initial: 0
  grt_max_degree: 27
  grt_pass1_wl_microns: 3260
  grt_pass1_vias: 719
logic_synthesis:
  syn_area_per_cell_sq_um: 11.1
  mappedNetlistArea_sq_um: 1050
  synth-seq-cells: 21
  yosysWarningCount: 0
  ys_types: 25
  synthCells: 95
  ys_cells: 95
  ys_seq_share_pct: 51.2
  synth_chip_area_sq_um: 1050
run_status:
  status: "completed"
run:
  drv_cap: 0
  warning_count: 26
hold_path:
  hp-class: "flip-flop to flip-flop"
cell families (layout without fill, tap and decap cells):
kind of cell	after synthesis	after routing	synth area share [%]
simple gates	26	26	10.3
flops	21	21	51.2
compound gates	15	15	8.18
mux	11	11	10.8
xor+xnor	10	10	11.0
buf+inv	8	24	3.68
fa+ha+maj	4	4	4.75
flip-flops by register name (all words and copies together) (netlist names):
register,flops
brTickGen.dat_o,3
controler.fsm.state,3
controler.symbolCounter.dat,4
txShiftReg.dat_o,11
layout make-up:
cell class,instances,area (sq um),area share [%]
clock buffers,4,45.0,3.40
inverters,4,15.0,1.13
multi-input cells,66,475,35.9
flip-flops and latches,21,541,40.8
well taps,72,90.1,6.81
repair buffers,16,158,11.9
placed cells by master, fill, tap and decap left out:
| master | instances |
|---|---|
| xnor2_2 | 2 |
| xor2_1 | 3 |
| ha_1 | 4 |
| a21oi_1 | 1 |
| mux2i_1 | 8 |
| o21ai_0 | 3 |
| nor3_1 | 1 |
| xnor2_1 | 4 |
| nand2_1 | 14 |
| o21ai_1 | 8 |
| and3_1 | 1 |
| xnor3_1 | 1 |
| inv_1 | 4 |
| clkbuf_1 | 1 |
| nor2_1 | 6 |
| dfrtp_1 | 9 |
| o21a_1 | 1 |
| a211oi_2 | 1 |
| nand3_1 | 2 |
| buf_4 | 1 |
| a31oi_1 | 1 |
| clkdlybuf4s50_1 | 15 |
| dfstp_2 | 12 |
| clkbuf_8 | 3 |
| mux2_2 | 3 |
| nand4_1 | 2 |
path summary, 6_finish.rpt:
check                                    start                             end  cells past startpoint
hold / removal             txShiftReg.dat_o[1]             txShiftReg.dat_o[1]                      2
setup reg to reg            brTickGen.dat_o[0]  controler.symbolCounter.dat[3]                      6
min in group asynchronous                 arst              brTickGen.dat_o[1]                      2
max in group asynchronous                 arst  controler.symbolCounter.dat[0]                      2
hold reg to reg            txShiftReg.dat_o[1]             txShiftReg.dat_o[1]                      2
setup / recovery                      brTick8x  controler.symbolCounter.dat[3]                      5
synth_stat cells:
library cell | number | area share, %
nand2_1 | 14 | 5.0
dfstp_2 | 12 | 30
dfrtp_1 | 9 | 21
mux2i_1 | 8 | 7.6
o21ai_1 | 8 | 3.8
nor2_1 | 6 | 2.1
ha_1 | 4 | 4.7
inv_1 | 4 | 1.4
xnor2_1 | 4 | 3.3
mux2_2 | 3 | 3.2
o21ai_0 | 3 | 1.4
xor2_1 | 3 | 2.5
clkbuf_1 | 2 | 0.71
nand3_1 | 2 | 0.95
nand4_1 | 2 | 1.2
xnor2_2 | 2 | 3.1
a211oi_2 | 1 | 1.2
a21oi_1 | 1 | 0.47
a31oi_1 | 1 | 0.59
and3_1 | 1 | 0.59
buf_2 | 1 | 0.47
buf_6 | 1 | 1.1
nor3_1 | 1 | 0.47
o21a_1 | 1 | 0.71
xnor3_1 | 1 | 2.1
per-stage QoR:
stage / area, sq um / hold slack [ps]
floorplan: 1050 / 447
global placement: 1280 / 457
detailed placement: 1280 / 462
CTS: 1320 / 473
global route: 1320 / 513
finish: 1320 / 473
worst max-delay path: cells and delay by family:
kind	cells	cell delay, ps
xor+xnor	1	150
simple gates	3	810
buf+inv	1	580
layer usage:
metal  up-vias  share of wire [%]  wire [microns]  track usage, %
li1        351                  -               -               -
met4         0               0.78              14           0.225
met2        18                 35             619            5.06
met3         2                8.7             156            2.15
met5         -                  0               0               0
met1       296                 56             996            5.92
power by group through the flow:
stage | Clock, mW | Sequential [mW] | Combinational [mW]
finish | 0.183 | 0.526 | 0.280
global route | 0.210 | 0.549 | 0.323
CTS | 0.192 | 0.529 | 0.284
No activity file was given, so power comes from the tool's default toggle rates.
